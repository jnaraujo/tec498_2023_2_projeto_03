==> design.v <==
module FF_jk(
  j, k, reset, preset, clock, q
);
  input j, k, clock, preset;
  input reset;
  output q;
  reg q;
  initial begin
    q = 1'b0;
  end
  always @(posedge clock or posedge reset or posedge preset) begin
    if (reset) begin
      q = 1'b0;
    end else if (preset) begin
      q = 1'b1;
    end else begin
      case ({j, k})
        2'b00: q = q;
        2'b01: q = 1'b0;
        2'b10: q = 1'b1;
        2'b11: q = ~q;
      endcase
    end
  end
endmodule
module TB_FF_jk();
  reg j, k, clk, reset, preset;
  wire q;
  FF_jk FF_jk(j, k, reset, preset, clk, q);
  initial begin
    reset = 1'b0;
    preset = 1'b0;
    j = 1'b0; k = 1'b0; clk = 1'b0; #10;  
    j = 1'b0; k = 1'b0; clk = 1'b1; #10;  
    j = 1'b1; k = 1'b0; clk = 1'b0; #10;  
    j = 1'b1; k = 1'b0; clk = 1'b1; #10;  
    j = 1'b0; k = 1'b1; clk = 1'b0; #10;  
    j = 1'b0; k = 1'b1; clk = 1'b1; #10;  
    j = 1'b1; k = 1'b1; clk = 1'b0; #10;  
    j = 1'b1; k = 1'b1; clk = 1'b1; #10;  
    j = 1'b0; k = 1'b0; clk = 1'b0; #10;  
    j = 1'b0; k = 1'b0; clk = 1'b1; #10;  
    reset = 1'b1; #10;
    reset = 1'b0; #10;
    j = 1'b0; k = 1'b0; clk = 1'b0; #10;  
    j = 1'b0; k = 1'b0; clk = 1'b1; #10;  
  end
endmodule
module contador_duzias(clock, reset, S3, S2, S1, S0);
  input clock, reset;
  output S3, S2, S1, S0;
  wire a,b,c,d;
  wire j3, k3, j2, k2, j1, k1, j0, k0;
  LEP_contador_duzias LEP_contador_duzias0(
    a,b,c,d,
    j3, k3, j2, k2, j1, k1, j0, k0
  );
  FF_jk FF_jk3(
    j3, k3, reset, 1'b0, clock, a
  );
  FF_jk FF_jk2(
    j2, k2, reset, 1'b0, clock, b
  );
  FF_jk FF_jk1(
    j1, k1, reset, 1'b0, clock, c
  );
  FF_jk FF_jk0(
    j0, k0, reset, 1'b0, clock, d
  );
  assign S3 = a;
  assign S2 = b;
  assign S1 = c;
  assign S0 = d;
endmodule
module LEP_contador_duzias(a,b,c,d, j3, k3, j2, k2, j1, k1, j0, k0);
  input a,b,c,d;
  output j3, k3, j2, k2, j1, k1, j0, k0;
  wire not_a, not_b, not_c, not_d;
  wire w0, w1, w2, w3, w4, w5;
  not not0(not_a, a);
  not not1(not_b, b);
  not not2(not_c, c);
  not not3(not_d, d);
  and and0(j3, not_a, b, c, d);
  and and1(k3, b, not_c, not_d);
  and and2(j2, not_b, c, d);
  and and3(w0, not_a, c, d);
  and and4(w1, a, not_c, not_d);
  or or0(k2, w0, w1);
  and and5(w2, not_a, d);
  and and6(w3, not_b, d);
  or or1(j1, w2, w3);
  and and7(w4, not_a, d);
  and and8(w5, not_b, d);
  or or2(k1, w4, w5);
  or or3(j0, not_a, not_b);
  or or4(k0, not_a, not_b);
endmodule
module TB_contador_duzias();
  reg clock, reset;
  wire S3, S2, S1, S0;
  contador_duzias contador_duzias(clock, reset, S3, S2, S1, S0);
  initial begin
    clock = 1'b0; reset = 1'b0; #10;  
    clock = 1'b1; reset = 1'b0; #10;  
    clock = 1'b0; reset = 1'b0; #10;  
    clock = 1'b1; reset = 1'b0; #10;  
    clock = 1'b0; reset = 1'b0; #10;  
    clock = 1'b1; reset = 1'b0; #10;  
    clock = 1'b0; reset = 1'b0; #10;  
    clock = 1'b1; reset = 1'b0; #10;  
    clock = 1'b0; reset = 1'b0; #10;  
    clock = 1'b1; reset = 1'b0; #10;  
    clock = 1'b0; reset = 1'b0; #10;  
    clock = 1'b1; reset = 1'b0; #10;  
    clock = 1'b0; reset = 1'b0; #10;  
    clock = 1'b1; reset = 1'b0; #10;  
    clock = 1'b0; reset = 1'b0; #10;  
    clock = 1'b1; reset = 1'b0; #10;  
    clock = 1'b0; reset = 1'b0; #10;  
    clock = 1'b1; reset = 1'b0; #10;  
    clock = 1'b0; reset = 1'b0; #10;  
    clock = 1'b1; reset = 1'b0; #10;  
    clock = 1'b0; reset = 1'b0; #10;  
    clock = 1'b1; reset = 1'b0; #10;  
    clock = 1'b0; reset = 1'b0; #10;  
    clock = 1'b1; reset = 1'b0; #10;  
    clock = 1'b0; reset = 1'b0; #10;  
    clock = 1'b1; reset = 1'b0; #10;  
    clock = 1'b0; reset = 1'b0; #10;  
    clock = 1'b1; reset = 1'b0; #10;  
    clock = 1'b0; reset = 1'b0; #10;  
    reset = 1'b1; #10;  
    reset = 1'b0; #10;  
    clock = 1'b0; reset = 1'b0; #10;  
    clock = 1'b1; reset = 1'b0; #10;  
    clock = 1'b0; reset = 1'b0; #10;  
    clock = 1'b1; reset = 1'b0; #10;  
  end
endmodule
==> run.sh <==
#!/bin/bash
# OpenROAD 26Q1-2900-gdf79404cd8, Yosys 0.63+post, stock flow scripts
make -C /OpenROAD-flow-scripts/flow DESIGN_CONFIG=/design/flow/config.mk WORK_HOME=/design/flow/orfs finish
==> config.mk <==
export PLATFORM = sky130hd
export DESIGN_NAME = contador_duzias
export DESIGN_NICKNAME = contador_duzias
export VERILOG_FILES = /design/flow/design.v
export SDC_FILE = /design/flow/constraint.sdc
export NUM_CORES = 4
export LEC_CHECK = 1
export CORE_AREA = 10 10 70 70
export DIE_AREA = 0 0 80 80
==> constraint.sdc <==
current_design contador_duzias

set clk_period 1.1
set clk_io_pct 0.2

create_clock -name clk0 -period $clk_period [get_ports {clock}]

set non_clock_inputs [all_inputs -no_clocks]
set_input_delay [expr $clk_period * $clk_io_pct] -clock clk0 $non_clock_inputs
set_output_delay [expr $clk_period * $clk_io_pct] -clock clk0 [all_outputs]
==> flow_summary.yaml <==
# physical design summary
synthesis:
  synth_seq_share_pct: 53.3
  synth.top_cells.by_count: "4 x dfrtp_1, 2 x xor2_1"
  number_of_unique_standard_cell_types_used_by_synthesis: 12
  synth.cell_area_um2: 188
  synth-area-yosys_um2: 188
  async_reset_ff_share_pct: 100
  synth-edff-count: 0
  post-synth-top-area-cell: "dfrtp_1"
  post-synth-top-count-cell: "dfrtp_1"
  synth.yosys.num_cells: 16
  synth-warning-count: 2
  area_leaders: "dfrtp_1 53%, xor2_1 9.3%, a21boi_2 6.0%, and4b_1 5.3%, a21o_2 4.7%"
  synth.avg_cell_area_um2: 11.7
  syn-instance-count: 16
  ys_seq_elements: 4
  yosys_most_used_dff: "dfrtp_1"
  synth_largest_type_area_fraction_pct: 53.3
flow_run:
  max_cap_viol_count: 0
  stage_log_warnings: 26
setup_path:
  r2r_slack_ns: 0.04
  reg2reg_depth: 4
  crit-reg2reg-capture: "FF_jk3.q"
  crit_path_max_incr_delay_ns: 0.36
  critical_path_peak_fanout: 5
  cpMostUsedCell: "buf_4"
  end_kind: "flip-flop"
  worst-endpoint-required_ns: 1.22
  rr_startpoint: "FF_jk1.q"
  critical_path.startpoint_type: "flip-flop"
  critical_path_class: "flip-flop to flip-flop"
  cell_with_the_largest_stage_delay_on_the_worst_path: "dfrtp_1"
  cp_cell_instances: "buf_4 > buf_4 > nand2b_1 > a22o_1"
  worstPathArrival_ns: 1.18
power:
  cell_area_power_density_mw_per_mm2: 891
  leakagePower_nw: 0.150
  ir_drop_mv: 0.346
final_layout:
  syn2layout_area_growth_pct: 98.0
  fin_cells: 75
  seq_area_um2: 100
  post_route_cells_drive_above_1_share_pct: 41.4
  finalCoreUtilization_pct: 10.9
  combGateArea_um2: 100
  fillCellCount: 405
grt:
  grt_pass1_wl_um: 765
  grt_pass1_vias: 177
  met1_track_demand_over_resource_in_global_routing_pct: 1.61
  gr-usage-met2_pct: 2.17
  grt_max_degree: 7
  gr-usage-all-layers_pct: 1.46
  antenna_found_initial: 0
  globalRouteMet3Util_pct: 0.909
  globalRoute.busiestLayer: "met2"
  globalRouteOverflowTotal: 0
floorplanning:
  design.die.area_mm2: 0.00640
  core_region_area_mm2: 0.00342
  floorplan.initialDensity_pct: 5.49
  floorplan.io_pins: 6
  die.size.x_um: 80
  placement_rows: 21
  floorplan.die.height_um: 80
timing:
  setup_viol: 0
  tns_ns: 0
  finalClockSkew_ns: 0.00368
  worstMarginPinSlew_ns: 0.177
  slew_violations: 0
  final_hold_viol_count: 0
  final.period_utilization_pct: 96.8
  layout_min_cycle_time_ns: 1.06
  clock.fmax_ghz: 0.939
  relSlewSlack_pct: 88.2
  worst_hold_slack_ns: 0.168
worst_hold_path:
  timing.hold.worst.class: "input pin to async pin"
clocking:
  h_tree_level_count: 1
  cts-root-to-sink-buffers: 2
  clock-sinks: 4
  clk-insertion-delay-late_ns: 0.23
  hold_buffers: 0
  tritoncts.num_buffers: 3
  clk_root_buffer_cell: "clkbuf_4"
  clkTransAtPathRegs_ns: 0.04
  cts_tree: "done"
route:
  routed-via-count: 170
  route.detailed.wl_per_inst_um: 5.52
  number_of_routed_nets_with_antenna_violations: 0
  routed_wirelength_um: 414
  drc: 0
  viasPerCell: 2.27
  drt-initial-drc-count: 4
  antenna_cells: 0
  drtPass1Iterations: 4
placement:
  dp_hpwl_um: 308
  port-buffer-count: 5
  finalWeightedCongestion: 0.698
  dp_cells: 71
outcome:
  status: "complete, no violations"
==> power breakdown <==
part	leakage [nW]	switching [W]	internal [W]
Sequential	0.0466	0	0.000148
Clock	0.0138	0.0000551	0.000122
Combinational	0.0897	0.00000295	0.00000332
Total	0.150	0.0000580	0.000273
==> layer usage <==
layer  vias to the layer above  wire length, um
li1                         83                -
met1                        81              180
met2                         4              199
met3                         2               14
met4                         0               19
met5                         -                0
==> worst max-delay path, delay by kind of cell, from the launching register on <==
kind / cells / cell delay (ns)
flops: 1 / 0.36
compound gates: 1 / 0.18
simple gates: 1 / 0.14
buf+inv: 2 / 0.28
==> sequential cells by signal, indices dropped and copies added, names as in the netlist <==
signal,count
FF_jk1.q,1
FF_jk3.q,1
FF_jk0.q,1
FF_jk2.q,1
==> final cells by class <==
| cell class | count | share of cell area [%] |
|---|---|---|
| clock buffers | 3 | 6.06 |
| inverters | 1 | 1.01 |
| multi-input cells | 11 | 26.9 |
| flip-flops and latches | 4 | 26.9 |
| well taps | 46 | 15.5 |
| repair buffers | 10 | 23.6 |
==> timing repair <==
item | 4_1_cts | 5_1_grt
pin swaps | 1 | 2
buffers inserted | 2 | 0
endpoints found under the setup margin | 4 | 3
endpoints found under the hold margin | 0 | 0
gates resized | 6 | 4
==> cell usage in the layout, fill, tap and decap left out <==
cell,synthesis,final
clkdlybuf4s15_1,0,1
a21boi_2,1,1
nand2b_1,1,1
dlygate4sd2_1,0,3
dfrtp_1,4,4
nor3_2,0,1
a22o_1,1,1
and4b_1,1,1
xor2_1,2,2
nand2_1,1,1
nor3b_2,0,1
a21oi_1,1,1
clkbuf_4,0,3
clkdlybuf4s50_1,0,1
buf_6,0,1
a21o_4,0,1
inv_1,1,1
buf_4,0,4
==> worst max-delay path by stage <==
stage / from / cells after the start / end / slack [ns]
after CTS: FF_jk3.q / 4 / FF_jk3.q / -0.004
after global routing: FF_jk1.q / 4 / FF_jk3.q / -0.006
final: FF_jk1.q / 4 / FF_jk3.q / 0.04
==> cell families (layout without fill, tap and decap cells) <==
family,Yosys count,in the layout,synth area share (%)
compound gates,4,4,18.0
xor+xnor,2,2,9.34
flops,4,4,53.3
buf+inv,1,14,2.00
simple gates,5,5,17.3
==> per-stage QoR <==
step                cell area, um^2  setup WS (ns)  power [W]
CTS                             365       -0.00381   0.000337
global placement                325         0.0641   0.000156
global route                    372       -0.00596   0.000346
finish                          372         0.0352   0.000331
floorplan                       188          0.161   0.000152
detailed placement              325         0.0557   0.000156
No activity file was given, so power comes from the tool's default toggle rates.
