[/design/flow/config.mk]
export PLATFORM = sky130hd
export DESIGN_NAME = display
export DESIGN_NICKNAME = display
export VERILOG_FILES = /design/flow/design.v
export SDC_FILE = /design/flow/constraint.sdc
export NUM_CORES = 4
export LEC_CHECK = 1
export CORE_AREA = 10 10 85 85
export DIE_AREA = 0 0 95 95
[/design/flow/constraint.sdc]
current_design display

set clk_period 1.8
set clk_io_pct 0.2

create_clock -name clk0 -period $clk_period

set non_clock_inputs [all_inputs -no_clocks]
set_input_delay [expr $clk_period * $clk_io_pct] -clock clk0 $non_clock_inputs
set_output_delay [expr $clk_period * $clk_io_pct] -clock clk0 [all_outputs]
[/design/flow/design.v]
module decodificador_num(
  sel,
  a, b, c, d, e, f, g, dp
);
  input [3:0] sel;
  output a, b, c, d, e, f, g, dp;
  wire w0, w1, w2, w3, w4, w5, w6, w7;
  wire w8, w9, w10, w11, w12, w13, w14, w15;
  wire w16, w17, w18, w19, w20, w21, w22, w23, w24, w25;
  and and0(w0, sel[3], sel[2]);
  and and1(w1, sel[3], sel[1]);
  and and2(w2, ~sel[3], ~sel[2], ~sel[1], sel[0]);
  and and3(w3, sel[2], ~sel[1], ~sel[0]);
  or or0(a, w0, w1, w2, w3);
  and and4(w4, sel[3], sel[2]);
  and and5(w5, sel[3], sel[1]);
  and and6(w6, sel[2], sel[1], ~sel[0]);
  and and7(w7, sel[2], ~sel[1], sel[0]);
  or or1(b, w4, w5, w6, w7);
  and and8(w8, sel[3], sel[2]);
  and and9(w9, sel[3], sel[1]);
  and and10(w10, ~sel[2], sel[1], ~sel[0]);
  or or2(c, w8, w9, w10);
  and and11(w11, sel[3], sel[2]);
  and and12(w12, sel[3], sel[1]);
  and and13(w13, ~sel[3], ~sel[2], ~sel[1], sel[0]);
  and and14(w14, sel[2], sel[1], sel[0]);
  and and15(w15, sel[2], ~sel[1], ~sel[0]);
  or or3(d, w11, w12, w13, w14, w15);
  and and16(w16, sel[3], sel[1]);
  and and17(w17, sel[2], ~sel[1]);
  or or4(e, w16, w17, sel[0]);
  and and18(w18, sel[3], sel[2]);
  and and19(w19, ~sel[3], ~sel[2], sel[0]);
  and and20(w20, ~sel[2], sel[1]);
  and and21(w21, sel[1], sel[0]);
  or or5(f, w18, w19, w20, w21);
  and and22(w22, sel[3], sel[2]);
  and and23(w23, sel[3], sel[1]);
  and and24(w24, ~sel[3], ~sel[2], ~sel[1]);
  and and25(w25, sel[2], sel[1], sel[0]);
  or or6(g, w22, w23, w24, w25);
  assign dp = 1'b1;
endmodule
module TB_Decodificador_num();
  reg [3:0] sel;
  wire a, b, c, d, e, f, g, dp;
  decodificador_num decodificador_num(sel, a, b, c, d, e, f, g, dp);
  initial begin
    sel = 4'b0000; #10;  
    sel = 4'b0001; #10;  
    sel = 4'b0010; #10;  
    sel = 4'b0011; #10;  
    sel = 4'b0100; #10;  
    sel = 4'b0101; #10;  
    sel = 4'b0110; #10;  
    sel = 4'b0111; #10;  
    sel = 4'b1000; #10;  
    sel = 4'b1001; #10;  
    sel = 4'b1010; #10;  
    sel = 4'b1011; #10;  
    sel = 4'b1100; #10;  
    sel = 4'b1101; #10;  
    sel = 4'b1110; #10;  
    sel = 4'b1111; #10;  
  end
endmodule
module demux_1x2(Sel, E, Out2, Out1);
  input Sel, E;
  output Out2, Out1;
  and and1(Out2, Sel, E);
  and and2(Out1, ~Sel, E);
endmodule
module TB_demux_1x2;
  reg Sel, E;
  wire Out2, Out1;
  demux_1x2 demux_1x2(Sel, E, Out2, Out1);
  initial begin
    Sel = 1'b0; E = 1'b0; #10;  
    Sel = 1'b0; E = 1'b1; #10;  
    Sel = 1'b1; E = 1'b0; #10;  
    Sel = 1'b1; E = 1'b1; #10;  
  end
endmodule
module demux_1x4(Sel, E, Out4, Out3, Out2, Out1);
	input [1:0] Sel;
	input E;
	output Out1, Out2, Out3, Out4;
	wire W0, W1, W2, W3;
	demux_1x2 d0(.Sel(Sel[1]), .E(E), .Out2(W0), .Out1(W1));
	demux_1x2 d2(.Sel(Sel[0]), .E(W0), .Out2(Out4), .Out1(Out3));
	demux_1x2 d1(.Sel(Sel[0]), .E(W1), .Out2(Out2), .Out1(Out1));
endmodule
module TB_demux_1x4();
	reg [1:0] Sel;
	reg E;
	wire Out1, Out2, Out3, Out4;
	demux_1x4 demux_1x4(Sel, E, Out4, Out3, Out2, Out1);
	initial begin
		Sel = 2'b00; E = 1'b1; #10;  
		Sel = 2'b01; E = 1'b1; #10;  
		Sel = 2'b10; E = 1'b1; #10;  
		Sel = 2'b11; E = 1'b1; #10;  
		Sel = 2'b00; E = 1'b0; #10;  
		Sel = 2'b01; E = 1'b0; #10;  
		Sel = 2'b10; E = 1'b0; #10;  
		Sel = 2'b11; E = 1'b0; #10;  
	end
endmodule
module display(
  contador,
  duzias_dezenas, duzias_unidades,
  rolhas_dezenas, rolhas_unidades,
  ligado,
  a, b, c, d, e, f, g, dp,
  d0, d1, d2, d3
);
  input [1:0] contador;
  input [3:0] duzias_dezenas, duzias_unidades;
  input [3:0] rolhas_dezenas, rolhas_unidades;
  input ligado;
  output a, b, c, d, e, f, g, dp;
  output d0, d1, d2, d3;
  wire d0_t, d1_t, d2_t, d3_t;
  wire [7:0] saida_d0, saida_d1, saida_d2, saida_d3;  
  wire [7:0] saida_d0_f, saida_d1_f, saida_d2_f, saida_d3_f;  
  demux_1x4 demux0(
    .Sel(contador), .E(1'b1),
    .Out4(d0_t), .Out3(d1_t), .Out2(d2_t), .Out1(d3_t)
  );  
  assign d0 = ~d0_t;
  assign d1 = ~d1_t;
  assign d2 = ~d2_t;
  assign d3 = ~d3_t;
  decodificador_num dn0(
    {duzias_dezenas[3], duzias_dezenas[2], duzias_dezenas[1], duzias_dezenas[0]},
    saida_d0[7], saida_d0[6], saida_d0[5], saida_d0[4], saida_d0[3], saida_d0[2], saida_d0[1], saida_d0[0]
  );
  decodificador_num dn1(
    {duzias_unidades[3], duzias_unidades[2], duzias_unidades[1], duzias_unidades[0]},
    saida_d1[7], saida_d1[6], saida_d1[5], saida_d1[4], saida_d1[3], saida_d1[2], saida_d1[1], saida_d1[0]
  );
  decodificador_num dn2(
    {rolhas_dezenas[3], rolhas_dezenas[2], rolhas_dezenas[1], rolhas_dezenas[0]},
    saida_d2[7], saida_d2[6], saida_d2[5], saida_d2[4], saida_d2[3], saida_d2[2], saida_d2[1], saida_d2[0]
  );
  decodificador_num dn3(
    {rolhas_unidades[3], rolhas_unidades[2], rolhas_unidades[1], rolhas_unidades[0]},
    saida_d3[7], saida_d3[6], saida_d3[5], saida_d3[4], saida_d3[3], saida_d3[2], saida_d3[1], saida_d3[0]
  );
  mux_16x8 m0(
    8'b11111111,
    saida_d0,
    ligado,
    saida_d0_f
  );
  mux_16x8 m1(
    8'b11111111,
    saida_d1,
    ligado,
    saida_d1_f
  );
  mux_16x8 m2(
    8'b11111111,
    saida_d2,
    ligado,
    saida_d2_f
  );
  mux_16x8 m3(
    8'b11111111,
    saida_d3,
    ligado,
    saida_d3_f
  );
  mux_32x8 m4(
    saida_d0_f, saida_d1_f, saida_d2_f, saida_d3_f,
    contador,
    {a, b, c, d, e, f, g, dp}
  );
endmodule
module mux_16x8(
  a, b,
  sel,
  out
);
  input [7:0] a, b;
  input  sel;
  output [7:0] out;
  mux_2x1 mux0(a[0], b[0], sel, out[0]);
  mux_2x1 mux1(a[1], b[1], sel, out[1]);
  mux_2x1 mux2(a[2], b[2], sel, out[2]);
  mux_2x1 mux3(a[3], b[3], sel, out[3]);
  mux_2x1 mux4(a[4], b[4], sel, out[4]);
  mux_2x1 mux5(a[5], b[5], sel, out[5]);
  mux_2x1 mux6(a[6], b[6], sel, out[6]);
  mux_2x1 mux7(a[7], b[7], sel, out[7]);
endmodule
module TB_mux_16x8();
  reg sel;
  reg [7:0] a, b;
  wire [7:0] out;
  mux_16x8 mux_16x8(a, b, sel, out);
  initial begin
    a = 8'b10000011;
    b = 8'b11000111;
    sel = 1'b0; #10;  
    sel = 1'b1; #10;  
  end
endmodule
module mux_2x1(a, b, sel, out);
	input a, b, sel;
	output out;
	wire w0, w1;
	and and0(w0, a, ~sel);
	and and1(w1, b, sel);
	or or0(out, w0, w1);
endmodule
module TB_mux_2x1();
	reg a, b, sel;
	wire out;
	mux_2x1 mux_2x1(a, b, sel, out);
	initial begin
		sel = 1'b0; a = 1'b0; b = 1'b0; #10;  
		sel = 1'b0; a = 1'b0; b = 1'b1; #10;  
		sel = 1'b0; a = 1'b1; b = 1'b0; #10;  
		sel = 1'b0; a = 1'b1; b = 1'b1; #10;  
		sel = 1'b1; a = 1'b0; b = 1'b0; #10;  
		sel = 1'b1; a = 1'b0; b = 1'b1; #10;  
		sel = 1'b1; a = 1'b1; b = 1'b0; #10;  
		sel = 1'b1; a = 1'b1; b = 1'b1; #10;  
	end
endmodule
module mux_32x8(
  a, b, c, d,
  sel,
  out
);
  input [7:0] a, b, c, d;
  input [1:0] sel;
  output [7:0] out;
  mux_4x1 m0(a[0], b[0], c[0], d[0], sel, out[0]);
  mux_4x1 m1(a[1], b[1], c[1], d[1], sel, out[1]);
  mux_4x1 m2(a[2], b[2], c[2], d[2], sel, out[2]);
  mux_4x1 m3(a[3], b[3], c[3], d[3], sel, out[3]);
  mux_4x1 m4(a[4], b[4], c[4], d[4], sel, out[4]);
  mux_4x1 m5(a[5], b[5], c[5], d[5], sel, out[5]);
  mux_4x1 m6(a[6], b[6], c[6], d[6], sel, out[6]);
  mux_4x1 m7(a[7], b[7], c[7], d[7], sel, out[7]);  
endmodule
module TB_Mux32x8();
  reg [1:0] sel;
  wire [7:0] a, b, c, d;
  wire [7:0] out;
  assign a = 8'b10000001;
  assign b = 8'b11000011;
  assign c = 8'b11100111;
  assign d = 8'b11110001;
  mux_32x8 mux_32x8(a, b, c, d, sel, out);
  initial begin
    sel = 2'b00; #10;  
    sel = 2'b01; #10;  
    sel = 2'b10; #10;  
    sel = 2'b11; #10;  
  end
 endmodule
module mux_4x1(a, b, c, d, sel, out);
  input a, b, c, d;
  input [1:0] sel;
  output out;
  wire w0, w1, w2, w3;
  and and0(w0, a, ~sel[1], ~sel[0]);
  and and1(w1, b, ~sel[1], sel[0]);
  and and2(w2, c, sel[1], ~sel[0]);
  and and3(w3, d, sel[1], sel[0]);
  or or0(out, w0, w1, w2, w3);
endmodule
module TB_mux_4x1();
  reg a, b, c, d;
  reg [1:0] sel;
  wire out;
  mux_4x1 mux_4x1(a, b, c, d, sel, out);
  initial begin
    sel = 2'b00; a = 1'b1; b = 1'b0; c = 1'b0; d = 1'b0; #10;  
    sel = 2'b01; a = 1'b0; b = 1'b1; c = 1'b0; d = 1'b0; #10;  
    sel = 2'b10; a = 1'b0; b = 1'b0; c = 1'b1; d = 1'b0; #10;  
    sel = 2'b11; a = 1'b0; b = 1'b0; c = 1'b0; d = 1'b1; #10;  
    sel = 2'b00; a = 1'b0; b = 1'b0; c = 1'b0; d = 1'b0; #10;  
    sel = 2'b01; a = 1'b0; b = 1'b0; c = 1'b0; d = 1'b0; #10;  
    sel = 2'b10; a = 1'b0; b = 1'b0; c = 1'b0; d = 1'b0; #10;  
    sel = 2'b11; a = 1'b0; b = 1'b0; c = 1'b0; d = 1'b0; #10;  
    sel = 2'b00; a = 1'b0; b = 1'b1; c = 1'b1; d = 1'b1; #10;  
    sel = 2'b01; a = 1'b1; b = 1'b0; c = 1'b1; d = 1'b1; #10;  
    sel = 2'b10; a = 1'b1; b = 1'b1; c = 1'b0; d = 1'b1; #10;  
    sel = 2'b11; a = 1'b1; b = 1'b1; c = 1'b1; d = 1'b0; #10;  
  end
 endmodule
[/design/flow/run.sh]
#!/bin/bash
# OpenROAD 26Q1-2900-gdf79404cd8, Yosys 0.63+post, stock flow scripts
make -C /OpenROAD-flow-scripts/flow DESIGN_CONFIG=/design/flow/config.mk WORK_HOME=/design/flow/orfs finish
==> flow_summary.toml <==
# generated from flow reports
[yosys]
postSynthSeqShare_pct = 0
top_cells_by_area = "buf_2 (9.2%), nor2b_1 (6.9%), nor2_1 (6.0%), a21oi_1 (5.5%), o21ai_0 (5.5%)"
synth.avg_cell_area_um2 = 6.39
synth.top_cell.area_share_pct = 9.24
synth_stat.cells = 127
synth.distinct_cells = 43
yosys_area_um2 = 812
synth_area_um2 = 812
synth_area_leader_cell = "buf_2"
netlist_instances = 127
ys_warn_count = 0

[routing]
drc_errors = 0
dr.pass1.iters = 4
via_per_inst = 4.32
diodes = 0
routedWlPerCell_um = 11.9
drt_wl_total_um = 2910
vias = 1058
ant_nets = 0
drt_iter0_drc = 55

[job]
warnings = 34
cap_violations = 0

[sta]
worst_slack_ps = -20.5
hold_violations = 0
slew_violations = 0
rsz0062_at_grt = "yes"
period_minus_slack_ps = 1820
whs_ps = 1170
max_freq_mhz = 549
finalCritPeriodShare_pct = 101
setup_viol = 1

[setup_path]
crit_family = "AND-OR/OR-AND gates"
required_ps = 1440
path_cells = "buf_8, and2b_4, a21boi_4, o311ai_2, a221oi_2, a41oi_2, buf_2"
worst-path-buf-inv = 2
max_stage_delay_ps = 260
crit_type = "in2out"
cp_max_fo = 3
crit_arrival_ps = 1460
slowest_stage = "a221oi_2"
startpoint_type = "input pin"
crit_path_end_kind = "primary output"

[global_route]
antenna_found_initial = 0
grt_max_degree = 10
grt_usage_pct = 6.33
grt_pass1_wl_um = 4820
grt.overflow.total = 0
grt_pass1_vias = 1028

[hold_path]
hp-class = "in2out"

[place]
place_congestion = 0.795
port_buffers = 30
hpwl_um = 2300
placed_area_mm2 = 0.00130

[floorplan]
die_h_um = 95
core_region_area_mm2 = 0.00547
pin_count = 31
num_rows = 27
fp_util_pct = 14.8
die_w_um = 95
die_area_mm2 = 0.00903

[power]
p_per_area_mw_per_mm2 = 231
ir_drop_mv = 0.0907
p_leak_nw = 0.578

[layout]
layout_top_cell = "buf_4"
seqCellArea_um2 = 0
num-fill-cells = 600
design_area_mm2 = 0.00146
synthToLayoutAreaGrowth_pct = 79.5
drive_gt1_share_pct = 54.9
nClkBuffers = 0
flops = 0
lay_top_cells = "buf_4 (25), buf_2 (16), buf_6 (15)"

[status]
status = "complete, but fails checks"
violations = "setup timing"
[cell usage after synthesis, types with 3 or more instances]
library cell	instances
o211ai_1	5
xor2_1	3
buf_2	15
o21ai_0	9
nor2b_1	9
a21oi_1	9
nand2_1	5
nor2_1	13
o21ai_1	6
o221ai_1	3
nand3_1	6
[where the power goes]
group          switching, mW  internal, mW  total (mW)
Combinational          0.153         0.184       0.336
Sequential                 0             0           0
Clock                      0             0           0
Total                  0.153         0.184       0.336
[kinds of logic after synthesis]
logic type                after synthesis  synth area share (%)
xor gates and xnor gates                5                  5.39
other                                   1                 0.462
AOI/OAI and AO/OA                      51                  43.8
buffers and inverters                  21                  14.8
muxes                                   5                  7.24
and+or+nand+nor                        44                  28.4
[cell type report]
class	instances	area [um^2]	share of cell area, %
multi-input combinational	106	843	57.9
timing repair buffer	66	520	35.7
tap	72	90.1	6.18
inverter	1	3.75	0.258
[through the flow]
step                      worst slack [ps]  util, %  power (mW)  TNS [ps]  cells
final                                -20.5     26.6       0.336     -20.5    245
after global routing                 -65.3     26.6       0.368      -150    245
after CTS                            -46.7     26.3       0.327     -99.8    244
after detailed placement              -789     23.8       0.296     -6060    238
after global placement                -793     23.8       0.295     -6030    238
after floorplan                        236        -       0.154         0    127
[tightest hold or removal path, stage by stage]
cell and delay (ps):
buf_6 90, buf_4 110, o311ai_1 100, o31ai_1 70
buf_2 100
[what timing repair did]
action	CTS	global route
setup buffers	6	1
setup endpoints to repair	11	9
gates resized	130	17
pin swaps	24	7
cloned	1	0
hold buffers	0	0
[final timing paths]
check	from	to	slack (ps)	cells after the start
worst max-delay path	contador[1]	g	-20	7
worst min-delay path	rolhas_unidades[0]	e	1170	5
[routing by layer]
metal / vias to the layer above / global-route usage, % / share of wire [%]
met1: 479 / 9.37 / 51
met4: 0 / 0 / 0
li1: 562 / - / -
met3: 0 / 1.20 / 5.8
met5: - / 0 / 0
met2: 17 / 9.84 / 43
No activity file was given, so power comes from the tool's default toggle rates.
