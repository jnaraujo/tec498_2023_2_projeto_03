==> ./design.v <==
module FF_jk(
  j, k, reset, preset, clock, q
);
  input j, k, clock, preset;
  input reset;
  output q;
  reg q;
  initial begin
    q = 1'b0;
  end
  always @(posedge clock or posedge reset or posedge preset) begin
    if (reset) begin
      q = 1'b0;
    end else if (preset) begin
      q = 1'b1;
    end else begin
      case ({j, k})
        2'b00: q = q;
        2'b01: q = 1'b0;
        2'b10: q = 1'b1;
        2'b11: q = ~q;
      endcase
    end
  end
endmodule
module TB_FF_jk();
  reg j, k, clk, reset, preset;
  wire q;
  FF_jk FF_jk(j, k, reset, preset, clk, q);
  initial begin
    reset = 1'b0;
    preset = 1'b0;
    j = 1'b0; k = 1'b0; clk = 1'b0; #10;  
    j = 1'b0; k = 1'b0; clk = 1'b1; #10;  
    j = 1'b1; k = 1'b0; clk = 1'b0; #10;  
    j = 1'b1; k = 1'b0; clk = 1'b1; #10;  
    j = 1'b0; k = 1'b1; clk = 1'b0; #10;  
    j = 1'b0; k = 1'b1; clk = 1'b1; #10;  
    j = 1'b1; k = 1'b1; clk = 1'b0; #10;  
    j = 1'b1; k = 1'b1; clk = 1'b1; #10;  
    j = 1'b0; k = 1'b0; clk = 1'b0; #10;  
    j = 1'b0; k = 1'b0; clk = 1'b1; #10;  
    reset = 1'b1; #10;
    reset = 1'b0; #10;
    j = 1'b0; k = 1'b0; clk = 1'b0; #10;  
    j = 1'b0; k = 1'b0; clk = 1'b1; #10;  
  end
endmodule
module mef_principal(
  clock, start, PG, CH, RO, CQ, EB,
  E2, E1, E0, MOTOR, EV, VE, ALARME
);
  input clock, start, PG, CH, RO, CQ, EB;
  output E2, E1, E0, MOTOR, EV, VE, ALARME;
  wire j2, k2, j1, k1, j0, k0;
  wire a, b, c, d;
  LEP_E2 LEP_E2(start, RO, CH, a, b, c, j2, k2);
  LEP_E1 LEP_E1(start, PG, RO, CH, CQ, a, b, c, j1, k1);
  LE_E0 LE_E0(start, CH, RO, CQ, PG, EB, a, b, c, j0, k0);
  FF_jk jk0(
    j2, k2, 1'b0, 1'b0, clock, a
  );
  FF_jk jk1(
    j1, k1, 1'b0, 1'b0, clock, b
  );
  FF_jk jk2(
    j0, k0, 1'b0, 1'b0, clock, c
  );
  EQ_Saida EQ_Saida(start, CH, RO, CQ, PG, EB, a, b, c, MOTOR, EV, VE, ALARME);
  assign E2 = a;
  assign E1 = b;
  assign E0 = c;
endmodule
module LEP_E2(start, RO, CH, E2, E1, E0, j2, k2);
  input start, RO, CH, E2, E1, E0;
  output j2, k2;
  wire w0, w1, w2, w3;
  and and0(w0, start, RO, ~E2, E1, E0);  
  and and1(w1, start, CH, RO, ~E2, E1);  
  or or0(j2, w0, w1);
  and and2(w2, start, ~E1, E0);  
  and and3(w3, start, E1, ~E0);  
  or or1(k2, w2, w3);
endmodule
module LEP_E1(start, PG, RO, CH, CQ, E2, E1, E0, j1, k1);
  input start, RO, CH, CQ, E2, E1, E0, PG;
  output j1, k1;
  wire w0, w1, w2, w3, w4;
  and and0(w0, start, CQ, E2, ~E0);  
  and and1(w1, start, PG, ~E2, E0);  
  or or0(j1, w0, w1);
  and and2(w2, start, E2, ~E0);  
  and and3(w3, start, RO, ~E2, E0);  
  and and4(w4, start, CH, RO, ~E2);  
  or or1(k1, w2, w3, w4);
endmodule
module LE_E0(start, CH, RO, CQ, PG, EB, E2, E1, E0, j0, k0);
  input start, RO, CQ, PG, EB, E2, E1, E0, CH;
  output j0, k0;
  wire w0, w1, w2, w3, w4, w5;
  and and0(w0, start, ~CQ, E2, ~E1);  
  and and1(w1, start, ~PG, ~EB, ~E2, ~E1);  
  and and2(w2, start, CH, ~RO, ~E2, E1);  
  or or0(j0, w0, w1, w2);
  and and3(w3, start, E2, ~E1);  
  and and4(w4, start, RO, ~E2, E1);  
  and and5(w5, start, PG, ~E1);  
  or or1(k0, w3, w4, w5);
endmodule
module EQ_Saida(start, CH, RO, CQ, PG, EB, E2, E1, E0, motor, ev, ve, alarme);
  input start, RO, CQ, PG, EB, E2, E1, E0, CH;
  output motor, ev, ve, alarme;
  wire w0, w1, w2, w3, w4, w5, w6, w7, w8, w9, w10, w11;
  and and0(w0, start, ~PG, ~EB, ~E1);  
  and and1(w1, start, E2, ~E0);  
  and and2(w2, start, ~PG, ~E1, E0);  
  and and3(w3, start, E2, ~E1);  
  and and4(w4, start, RO, ~E2, E1, E0);  
  and and5(w5, start, CH, RO, ~E2, E1);  
  or or0(motor, w0, w1, w2, w3, w4, w5);
  and and6(w6, start, ~CH, ~E2, E1, ~E0);  
  and and7(w7, start, PG, ~E2, ~E1, E0);  
  or or1(ev, w6, w7);
  and and8(w8, start, RO, ~E2, E1, E0);  
  and and9(w9, start, CH, RO, ~E2, E1);  
  or or2(ve, w8, w9);
  and and10(w10, start, ~RO, ~E2, E1, E0);  
  and and11(w11, start, CH, ~RO, ~E2, E1);  
  or or3(alarme, w10, w11);
endmodule
==> ./run.sh <==
#!/bin/bash
# OpenROAD 26Q1-2900-gdf79404cd8, Yosys 0.63+post, stock flow scripts
make -C /OpenROAD-flow-scripts/flow DESIGN_CONFIG=/design/flow/config.mk WORK_HOME=/design/flow/orfs finish
==> ./config.mk <==
export PLATFORM = sky130hd
export DESIGN_NAME = mef_principal
export DESIGN_NICKNAME = mef_principal
export VERILOG_FILES = /design/flow/design.v
export SDC_FILE = /design/flow/constraint.sdc
export NUM_CORES = 4
export LEC_CHECK = 1
export CORE_AREA = 10 10 70 70
export DIE_AREA = 0 0 80 80
==> ./constraint.sdc <==
current_design mef_principal

set clk_period 1.6
set clk_io_pct 0.2

create_clock -name clk0 -period $clk_period [get_ports {clock}]

set non_clock_inputs [all_inputs -no_clocks]
set_input_delay [expr $clk_period * $clk_io_pct] -clock clk0 $non_clock_inputs
set_output_delay [expr $clk_period * $clk_io_pct] -clock clk0 [all_outputs]
==> Slide: Implementation Results <==
Key Metrics from the Run

Status
  • Status: complete, but fails checks
  • Failing checks: negative setup slack

STA
  • Tcrit/Tclk final: 1.13
  • Slew headroom: 0.821
  • Setup violations, final: 4
  • Worst Slack Setup Final: -0.214 ns
  • Hold Fails Final Rpt: 0
  • Worst slew pin tran: 0.266 ns
  • Pins Over Slew Limit: 0
  • Setup Skew: 0.0122 ns
  • RSZ-0062 raised after global routing: true
  • Min cycle time layout: 1.81 ns
  • Achievable Freq: 0.551 GHz
  • Hold_ws: 0.655 ns

Layout
  • Most frequent logic cell in the layout: buf_4
  • Final Util: 0.214
  • Most instantiated logic cells after routing: 15 x buf_4, 8 x buf_6, 4 x dlygate4sd2_1, 4 x clkdlybuf4s50_1
  • Layout Cells excl Fill: 124
  • Layout cell share with drive strength beyond 1: 0.436
  • # fillers: 387
  • P&R area growth vs syn: 116%

Detailed routing
  • Routed wire length: 1520 um
  • Pre-antenna DRT Iters: 4
  • Routed vias: 489
  • Detailed router's first-iteration violation count: 16
  • Antenna viol nets, final: 0
  • Routed len/inst: 12.3 um
  • # diodes: 0
  • Vias per cell: 3.94
  • DRC errors left: 0

Synth
  • Mean area per synthesized cell: 8.07 um^2
  • Cells after Synth: 42
  • Yosys warnings: 2
  • Sequential share of the synthesized area: 0.266
  • Cell Area, Synth: 339 um^2
  • Yosys reg bits: 3
  • Synthesis area per yosys: 339 um^2
  • Cells in synth_stat.txt: 42
  • Synth unique cells: 25

Worst setup path
  • Worst Path Buf+Inv: 2
  • Critical Path End Type: output port
  • Critical-path top delay cell: edfxtp_1
  • Crit-path max cell delay: 0.40 ns
  • CP required: 1.28 ns
  • Worst endpoint data arrival time: 1.49 ns
  • Peak fanout along the critical path: 2
  • Largest delay share family, worst path: simple AND/OR/NAND/NOR gates
  • Worst Setup Path Type: register to output port
  • Worst path cell trace: buf_4 -> or3b_1 -> o21a_1 -> nor3_2 -> buf_2
  • Crit path launch type: register

Global routing
  • GRT overflow: 0
  • Global-route wire length before repair: 2320 um
  • Largest net degree at the start of global routing: 13
  • Initial antenna violation count: 0
  • All-layer global routing usage: 0.0443
  • Vias in the first global route: 479

Power
  • VDD IR-drop max: 0.260 mV
  • Pwr per Cell Area: 552 nW/um^2
  • Tot Pwr: 0.404 mW
  • Leakage: 0.352 nW

Job
  • Count of tool warnings: 27
  • Max-cap violations: 0

Clocking
  • CTS tree: built
  • Root Buffer: clkbuf_4
  • CTS clk-pin slew, worst paths: 0.05 ns
  • Total CTS buffers: 3
  • Clock Latency Late Sink: 0.24 ns
  • H-tree depth: 1
  • Clock buffer depth: 2
  • Sink Count: 3

Floorplanning
  • Row cnt: 21
  • Die width: 80 um
  • Die y size: 80 um
  • # IOs: 14
  • CORE AREA: 3420 um^2
  • Floorplan core density: 0.0993
  • Die area: 6400 um^2

Placement
  • Post-DP HPWL: 978 um
  • Placed cells: 110
  • Buffers on Ports: 13
  • Placer Congestion: 0.775

Worst hold path
  • Min-Delay Path Class: input port to register
final timing paths:
kind	start	slack [ns]	cells past startpoint	endpoint
max	jk2.q	-0.21	5	EV
min	start	0.66	3	jk0.q
max reg2reg	jk0.q	0	4	jk2.q
min reg2reg	jk0.q	0.82	3	jk1.q
cell families after synthesis:
kind of cell,after synthesis,synth area share
compound gates,20,0.424
simple gates,13,0.218
buf+inv,5,0.0664
flops,3,0.266
xor+xnor,1,0.0258
cells in the mapped netlist, drive strengths merged:
master | n | share of area
or3b | 1 | 0.026
o21ai | 4 | 0.059
edfxtp | 3 | 0.27
a211oi | 1 | 0.022
and3b | 1 | 0.026
o22ai | 1 | 0.018
nor3 | 1 | 0.015
o21a | 1 | 0.022
a211o | 1 | 0.026
o22a | 2 | 0.052
nand2 | 3 | 0.033
o21bai | 1 | 0.022
buf | 3 | 0.044
a21o | 3 | 0.066
nand3b | 1 | 0.022
a21oi | 2 | 0.030
or3 | 1 | 0.018
nand2b | 2 | 0.037
a32oi | 1 | 0.026
xor2 | 1 | 0.026
inv | 2 | 0.022
nor2b | 1 | 0.018
nor2 | 2 | 0.022
o211ai | 1 | 0.022
o211a | 2 | 0.059
area by class of cell:
type                       count  area, um^2  area share
multi-input combinational     34         245       0.335
sequential                     3        90.1       0.123
clock buffer                   4        26.3      0.0359
inverter                       2        7.51      0.0103
timing repair buffer          35         305       0.417
tap                           46        57.6      0.0786
sequential cells by signal (all words and copies together) (netlist names):
| name | cells |
|---|---|
| jk1.q | 1 |
| jk2.q | 1 |
| jk0.q | 1 |
through the flow:
step / setup WS, ns / TNS (ns) / instance area, um^2
after floorplan: 0.198 / 0 / 339
after global placement: -0.584 / -2.87 / 602
after detailed placement: -0.580 / -2.82 / 602
after CTS: -0.209 / -0.635 / 706
after global routing: -0.305 / -0.742 / 732
final: -0.214 / -0.447 / 732
power by group:
group	switching, mW	total, mW	internal, mW
combinational	0.0692	0.166	0.0973
clock	0.0453	0.139	0.0939
sequential	0.00386	0.0984	0.0946
per-layer routing:
layer	GRT usage	vias to the layer above	wire (um)
met5	0	-	0
met4	0.00704	0	0
met3	0.0136	0	102
met2	0.0618	23	670
met1	0.0654	234	747
li1	-	232	-
repair_timing:
item,4_1_cts,5_1_grt
pin swaps,5,3
hold buffers,0,0
setup endpoints to repair,7,9
setup buffers,9,2
gates resized,26,6
gates cloned,0,0
worst register-to-register path, cell delays in order (launching register included):
cell	delay, ns
edfxtp_1	0.39
buf_6	0.16
or3_1	0.35
a211o_1	0.32
o211ai_1	0.09
No activity file was given, so power comes from the tool's default toggle rates.
